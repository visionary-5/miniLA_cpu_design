`/design/flow/constraint.sdc`:
```
current_design DataHazard

set clk_period 2.5
set clk_io_pct 0.2

create_clock -name clk0 -period $clk_period

set non_clock_inputs [all_inputs -no_clocks]
set_input_delay [expr $clk_period * $clk_io_pct] -clock clk0 $non_clock_inputs
set_output_delay [expr $clk_period * $clk_io_pct] -clock clk0 [all_outputs]
```
`/design/flow/design.v`:
```
module DataHazard (
    input wire [31:0] inst,              
    input wire rf_sel,                  
    input wire [4:0] EX_wb_reg,         
    input wire EX_wb_ena,               
    input wire [2:0] EX_wD_sel,         
    input wire [31:0] EX_wb_value,      
    input wire [4:0] MEM_wb_reg,        
    input wire MEM_wb_ena,              
    input wire [31:0] MEM_wb_value,     
    input wire [4:0] WB_wb_reg,         
    input wire WB_wb_ena,               
    input wire [31:0] WB_wb_value,      
    input wire read1,                   
    input wire read2,                   
    output wire forward_op1,            
    output wire forward_op2,            
    output wire [31:0] forward_rD1,     
    output wire [31:0] forward_rD2,     
    output wire PC_stop,                
    output wire IFID_stop,              
    output wire IDEX_flush              
);
    wire [4:0] r1 = inst[9:5];
    wire [4:0] r2 = (rf_sel == 1'b0) ? inst[14:10] :
                    (rf_sel == 1'b1) ? inst[4:0] :
                    5'b0;
    wire A_conflict_r1 = (r1 == EX_wb_reg) && EX_wb_ena && read1 && (EX_wb_reg != 5'b0);
    wire A_conflict_r2 = (r2 == EX_wb_reg) && EX_wb_ena && read2 && (EX_wb_reg != 5'b0);
    wire B_conflict_r1 = (r1 == MEM_wb_reg) && MEM_wb_ena && read1 && (MEM_wb_reg != 5'b0);
    wire B_conflict_r2 = (r2 == MEM_wb_reg) && MEM_wb_ena && read2 && (MEM_wb_reg != 5'b0);
    wire C_conflict_r1 = (r1 == WB_wb_reg) && WB_wb_ena && read1 && (WB_wb_reg != 5'b0);
    wire C_conflict_r2 = (r2 == WB_wb_reg) && WB_wb_ena && read2 && (WB_wb_reg != 5'b0);
    wire is_load_inst = 
        (EX_wD_sel == 3'b001) || 
        (EX_wD_sel == 3'b010)   ||
        (EX_wD_sel == 3'b011)   ||
        (EX_wD_sel == 3'b100);
    wire load_use = (A_conflict_r1 || A_conflict_r2) && is_load_inst;
    assign PC_stop    = load_use;
    assign IFID_stop  = load_use;
    assign IDEX_flush = load_use;
    assign forward_op1 = A_conflict_r1 | B_conflict_r1 | C_conflict_r1;
    assign forward_op2 = A_conflict_r2 | B_conflict_r2 | C_conflict_r2;
    reg [31:0] forward_rD1_reg;
    reg [31:0] forward_rD2_reg;
    assign forward_rD1 = forward_rD1_reg;
    assign forward_rD2 = forward_rD2_reg;
    always @(*) begin
        forward_rD1_reg = (A_conflict_r1 & EX_wb_value) |  
                          (~A_conflict_r1 & B_conflict_r1 & MEM_wb_value) |  
                          (~A_conflict_r1 & ~B_conflict_r1 & C_conflict_r1 & WB_wb_value);  
        if (~A_conflict_r1 & ~B_conflict_r1 & ~C_conflict_r1)
            forward_rD1_reg = 32'b0;  
        forward_rD2_reg = (A_conflict_r2 & EX_wb_value) |  
                          (~A_conflict_r2 & B_conflict_r2 & MEM_wb_value) |  
                          (~A_conflict_r2 & ~B_conflict_r2 & C_conflict_r2 & WB_wb_value);  
        if (~A_conflict_r2 & ~B_conflict_r2 & ~C_conflict_r2)
            forward_rD2_reg = 32'b0;  
    end
endmodule
```
`/design/flow/config.mk`:
```
export PLATFORM = sky130hd
export DESIGN_NAME = DataHazard
export DESIGN_NICKNAME = DataHazard
export VERILOG_FILES = /design/flow/design.v
export SDC_FILE = /design/flow/constraint.sdc
export NUM_CORES = 4
export LEC_CHECK = 1
export CORE_AREA = 10 10 93 93
export DIE_AREA = 0 0 103 103
```
`/design/flow/run.sh`:
```
#!/bin/bash
# OpenROAD 26Q1-2900-gdf79404cd8, Yosys 0.63+post, stock flow scripts
make -C /OpenROAD-flow-scripts/flow DESIGN_CONFIG=/design/flow/config.mk WORK_HOME=/design/flow/orfs finish
```
==> qor.yml <==
placed_design:
  place_area_um2: 1653
  place_ws_ns: -0.8365
  place_congestion: 0.7968
  io_buffers: 49
  placed_cells: 293
  hpwl_mm: 3.675
power:
  seq_power_share_pct: 0
  finalPower_mw: 0.2748
  peakVddDrop_uv: 38.28
  sw_frac_of_total_pct: 40.77
  combPwrFrac_pct: 100.0
  powerDensity_nw_per_um2: 148.5
  leakage_nw: 0.9233
  power.share.clock_pct: 0
  p_int_mw: 0.1628
  switchingPower_mw: 0.1120
timing:
  final.setup.worst_slack_ns: 0.003879
  setup_viol: 0
  fmax_mhz: 400.6
  fin_crit_sh_pct: 99.84
  drv_slew: 0
  finalCriticalPeriod_ns: 2.496
  grt_setup_unrepaired: "yes"
  finalHoldViolCount: 0
die:
  die_x_um: 103
  fp_util_pct: 15.87
  core.rowCount: 30
  io_pins: 221
  dieHeight_um: 103
  core_um2: 6756
  dieArea_um2: 10610
run:
  cap_violations: 0
  tool_warnings: 144
drt:
  post_drt_wl_per_cell_um: 13.11
  wirelength_mm: 4.013
  post-route-drc-count: 0
  wl_met2_mm: 1.736
  highest_layer: "met5"
  wl_met3_um: 512
  drt_iter0_markers: 6
  drt-met1-wl_mm: 1.744
  via_per_inst: 3.353
  postRouteAntennaNets: 0
  first_pass_iters: 4
  vias: 1026
final_layout:
  final_core_util_pct: 27.39
  nFillCells: 706
  flop-count: 0
  nClkBuffers: 0
  syn_to_final_growth_pct: 72.58
  regArea_um2: 0
  final_area_um2: 1851
  drive_above_1_share_pct: 39.01
  layoutNonFillerInstCount: 306
worst_setup_path:
  start_kind: "input pin"
  crit_fanout: 4
  arrival_ns: 2.00
  cp-end-kind: "primary output"
  crit_type: "in -> out"
  worst_ep_required_time_ns: 2.00
yosys:
  syn_inst: 136
  synthDistinctLibCells: 23
  ys_cells: 136
  synth.yosys.seq_area_share_pct: 0
  yosysWarningCount: 1
  postSynthAreaPerCell_um2: 7.884
  syn_area_um2: 1072
  largest_area_cell: "buf_4"
  area_leaders: "buf_4, xnor2_1, mux2i_4"
  top_cell_area_share_pct: 44.81
  ys_area_um2: 1072
status:
  status: "finished, final reports clean"
grt:
  grt_pass1_wl_mm: 5.547
  grt_overflow: 0
  antenna_found_initial: 4
  grt_pass1_vias: 1174
  grt_max_degree: 5
  grt_use_total_pct: 6.567
min_path:
  hp-class: "in -> out"
==> metal layers <==
| layer | vias up | track usage (%) |
|---|---|---|
| li1 | 507 | - |
| met1 | 438 | 8.306 |
| met2 | 77 | 10.68 |
| met3 | 2 | 2.979 |
| met4 | 2 | 0 |
| met5 | - | 0 |
==> cell usage after synthesis <==
cell	instances
xor2_1	5
o21ai_0	3
nor3_1	3
nor4_1	2
nor2_1	3
nand3_1	2
nand3b_1	1
inv_1	1
buf_6	1
a2bb2oi_1	1
mux2i_1	1
or3_1	1
and4_1	1
conb_1	1
nand2_1	3
a21oi_1	3
xnor2_1	26
nand4_1	5
or4_1	3
mux2i_2	1
mux2i_4	4
buf_4	64
nor4_2	1
==> cells by family after synthesis <==
family / count (synthesis) / synth area share, %
other: 1 / 0.3497
AOI/OAI and AO/OA: 7 / 3.617
and+or+nand+nor: 25 / 13.89
buffers and inverters: 66 / 46.21
muxes: 6 / 10.62
xor gates and xnor gates: 31 / 25.32
==> timing repair <==
item                                   4_1_cts  5_1_grt
setup endpoints to repair                    7        7
hold buffers                                 0        0
setup buffers                                9        3
pin swaps                                   20       21
endpoints found under the hold margin        0        0
resized                                     84       44
==> power by group through the flow <==
stage         clock network [mW]  registers, mW  logic [mW]
CTS                            0              0       0.250
finish               0.000000160              0       0.275
global route         0.000000107              0       0.298
==> final cells by class <==
| type | count | area [um2] | share of cell area (%) |
|---|---|---|---|
| Timing Repair Buffer | 91 | 773.2 | 41.79 |
| Inverter | 1 | 3.754 | 0.2028 |
| Antenna cell | 3 | 7.507 | 0.4057 |
| Tap cell | 80 | 100.1 | 5.409 |
| Multi-Input combinational cell | 131 | 965.9 | 52.20 |
==> layout by cell type (no fill, tap or decap), types with 3 or more instances in the layout <==
master | Yosys | final
buf_6 | 1 | 8
clkdlybuf4s50_1 | 0 | 9
dlygate4sd2_1 | 0 | 13
clkbuf_2 | 0 | 9
dlymetal6s2s_1 | 0 | 5
buf_4 | 64 | 32
mux2i_4 | 4 | 5
xor2_1 | 5 | 5
conb_1 | 1 | 62
nand4_1 | 5 | 5
xnor2_2 | 0 | 6
nand2_1 | 3 | 3
xnor2_1 | 26 | 19
nor2_1 | 3 | 3
buf_2 | 0 | 9
diode_2 | 0 | 3
==> through the flow <==
stage	hold WS (ns)	TNS [ns]
finish	1.561	0
global route	1.626	-0.04518
CTS	1.686	-0.2461
detailed placement	1.980	-5.237
global placement	1.994	-4.998
floorplan	1.081	0
==> final timing paths <==
kind                        endpoint  depth (start not counted)           from
worst max-delay path  forward_rD2[0]                         10         rf_sel
worst min-delay path     forward_op2                          6  MEM_wb_reg[2]
==> critical path, cell delays in order <==
cell and delay, ns:
buf_8 0.11, buf_12 0.14, buf_12 0.12, mux2i_4 0.19, xnor2_2 0.15, nor4_2 0.23
and4_1 0.22, mux2i_1 0.07, a21oi_1 0.14, buf_2 0.12
Power and IR drop assume default switching activity.
