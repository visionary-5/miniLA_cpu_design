**design/flow/config.mk**
```make
export PLATFORM = sky130hd
export DESIGN_NAME = ALU
export DESIGN_NICKNAME = ALU
export VERILOG_FILES = /design/flow/design.v
export SDC_FILE = /design/flow/constraint.sdc
export NUM_CORES = 4
export LEC_CHECK = 1
export CORE_UTILIZATION = 30
```
**design/flow/run.sh**
```bash
#!/bin/bash
# OpenROAD 26Q1-2900-gdf79404cd8, Yosys 0.63+post, stock flow scripts
make -C /OpenROAD-flow-scripts/flow DESIGN_CONFIG=/design/flow/config.mk WORK_HOME=/design/flow/orfs finish
```
**design/flow/design.v**
```verilog
`timescale 1ns / 1ps 
module ALU (
    input wire [31:0] inst,            
    input wire [3:0] alu_op,
    input wire [31:0] pc,              
    input wire [31:0] rf_rD1,          
    input wire [31:0] rf_rD2,          
    input wire [31:0] sext1,           
    input wire [31:0] zext,            
    input wire [2:0] alu_sel,
    output wire [31:0] alu_c,          
    output wire alu_f                  
);
    wire [31:0] A =  (alu_sel == 3'b100) ? pc : rf_rD1;
    wire [31:0] B =  (alu_sel == 3'b001) ? rf_rD2 :
                (alu_sel == 3'b010) ? {27'b0, rf_rD2[4:0]} :
                (alu_sel == 3'b011) ? {27'b0, inst[14:10]} :
                (alu_sel == 3'b100) ? {inst[24:5], 12'b0} :
                (alu_sel == 3'b101) ? sext1 :
                (alu_sel == 3'b110) ? zext :
                {32'b0};
    wire [31:0] shifted = A >> B[4:0];
    wire [31:0] sign_mask = ~(32'hFFFFFFFF >> B[4:0]);
    wire [31:0] sra = shifted | (A[31] ? sign_mask : 32'b0);  
    assign alu_c =  (alu_op == 4'b0001) ? A + B :
                (alu_op == 4'b0010) ? A - B :
                (alu_op == 4'b0011) ? A | B :
                (alu_op == 4'b0100) ? A ^ B :
                (alu_op == 4'b1000) ? A & B :
                (alu_op == 4'b0101) ? A << B[4:0] :
                (alu_op == 4'b0110) ? A >> B[4:0] :
                (alu_op == 4'b0111) ?  sra :
                (alu_op == 4'b1001) ? A == B :
                (alu_op == 4'b1010) ? A != B :
                (alu_op == 4'b1011) ? $signed(A) < $signed(B) :
                (alu_op == 4'b1100) ? A < B :
                (alu_op == 4'b1101) ? $signed(A) >= $signed(B) :
                (alu_op == 4'b1110) ? A >= B :
                {32'b0};
    assign alu_f =  (alu_op == 4'b1001) ? A == B :
                (alu_op == 4'b1010) ? A != B :
                (alu_op == 4'b1011) ? $signed(A) < $signed(B) :
                (alu_op == 4'b1100) ? A < B :
                (alu_op == 4'b1101) ? $signed(A) >= $signed(B) :
                (alu_op == 4'b1110) ? A >= B :
                {1'b0};
endmodule
```
**design/flow/constraint.sdc**
```tcl
current_design ALU

set clk_period 37.2
set clk_io_pct 0.2

create_clock -name clk0 -period $clk_period

set non_clock_inputs [all_inputs -no_clocks]
set_input_delay [expr $clk_period * $clk_io_pct] -clock clk0 $non_clock_inputs
set_output_delay [expr $clk_period * $clk_io_pct] -clock clk0 [all_outputs]
```
==> flow_summary_export.csv <==
group,metric,value,unit
yosys,yosys_warnings,0,
sta,slew_viol_final,0,
sta,slew_headroom,34.91,%
sta,finalSetupTns,0,ns
layout,syn_to_final_growth,26.14,%
floorplan,die_h,186.6,µm
yosys,mux_share,21.81,%
power_and_ir_drop,combPwrFrac,100.0,%
yosys,xor_share,0.7590,%
power_and_ir_drop,seqPwrFrac,0,%
sta,worst_pin_slew,0.9764,ns
yosys,yosys.stat.seqShare,0,%
clock_tree,post-cts-setup-buffers,0,
setup_path,crit_start,"alu_sel[2]",
layout,design.seq.count,0,
yosys,simple_gate_area_share,20.76,%
clock_tree,cts_resized,0,
detailed_routing,antenna_left,0,
outcome,status,"complete, no violations",
clock_tree,hold_buffers,0,
global_routing,grt_pass1_wl,75.66,mm
floorplan,placementRows,67,
layout,logic_area,9334,µm²
detailed_routing,drtPass1Iterations,5,
floorplan,die_area,34810,µm²
detailed_routing,finalWirelength,50.81,mm
floorplan,fp-utilization,30.48,%
power_and_ir_drop,powerDensity,20.11,nW/µm²
power_and_ir_drop,leakagePower,0.005472,µW
power_and_ir_drop,p_switching,156.2,µW
yosys,ys_types,82,
global_routing,gr-usage-all-layers,28.59,%
setup_path,path_max_fanout,42,
run,tool_warnings,108,
power_and_ir_drop,p_int,103.0,µW
global_routing,grt_pass1_vias,12268,
layout,drive_above_1_share,5.984,%
floorplan,coreArea,33530,µm²
setup_path,worstPathArrival,14.14,ns
setup_path,cp_data_required_time,29.76,ns
placed_design,dp_cells,2186,
detailed_routing,avgRoutedWirePerCell,23.23,µm
setup_path,crit_path_end,"alu_c[29]",
floorplan,die_w,186.6,µm
layout,lay_top_count,"clkdlybuf4s50_1",
yosys,area_leaders,"mux2i_1, ha_1, a21oi_1, nand2_1, o21ai_0",
layout,lay_top_cells,"clkdlybuf4s50_1, nand2_1, mux2i_1, a21oi_1, nor2_1",
yosys,postSynthAreaPerCell,6.461,µm²
hold_path,min-delay-path-class,"in2out",
power_and_ir_drop,netSwitchingFraction,60.25,%
layout,fill_cells,3587,
layout,design_area,12890,µm²
setup_path,cp-start-kind,"input pin",
detailed_routing,viasPerCell,5.959,
setup_path,cp-end-kind,"output pin",
sta,whs,16.18,ns
floorplan,ioPinCount,232,
placed_design,placed_area,12890,µm²
yosys,syn_area,10220,µm²
yosys,top_area_share,18.51,%
setup_path,path_class,"in2out",
layout,final_core_util,38.45,%
power_and_ir_drop,vdd_drop_max,0.007514,mV
detailed_routing,drc,0,
sta,fin_crit,21.58,ns
layout,fin_cells,2187,
layout,clock_buffers,0,
global_routing,grt_max_degree,46,
global_routing,antenna_found_initial,1,
sta,grt_setup_unrepaired,"no",
yosys,yosys_area,10220,µm²
placed_design,routabilityCongestion,1.034,
yosys,ys_cells,1582,
yosys,synthCells,1582,
sta,timing.final.crit_share,58.00,%
run,maxCapViolCount,0,
detailed_routing,routed-via-count,13033,
detailed_routing,dr.first_iter.drc_count,1264,
global_routing,gr-total-overflow,0,
yosys,largest_area_cell,"mux2i_1",
power_and_ir_drop,pwr-share-clk,0,%
sta,final_hold_viol_count,0,
sta,fmax,46.35,MHz
sta,setup_viol,0,
placed_design,io_buffers,220,
yosys,topCombFamilyByArea,"AND-OR/OR-AND gates",
yosys,adder_share,12.27,%
layout,regArea,0,µm²
yosys,yosys.area_share.aoi,35.29,%
placed_design,hpwl,40.32,mm
[worst max-delay path, stage by stage]
cell and delay (ns):
clkdlybuf4s50_1 0.45, buf_4 0.32, inv_1 0.07, buf_4 0.24
o221a_1 0.30, or2_1 0.30, o31ai_4 0.07, buf_4 0.33
buf_4 0.57, inv_2 0.42, ha_1 0.40, a211oi_1 0.28
o211ai_1 0.20, a211oi_1 0.78, o21ai_0 0.37, a21oi_1 0.37
o21a_1 0.23, o22a_1 0.14, a21oi_1 0.06, a31oi_1 0.15
nand4_1 0.13, clkdlybuf4s50_1 0.44
[layout make-up]
| class | count | share of cell area [%] |
|---|---|---|
| antenna | 1 | 0.01941 |
| inverter | 102 | 2.989 |
| multi-input combinational | 1361 | 72.40 |
| tap | 448 | 4.348 |
| timing repair buffer | 275 | 20.24 |
[power groups by stage]
stage	combinational, µW	clock, µW	sequential [µW]
after CTS	254	0	0
after global routing	277	0.00000360	0
final	259	0.00000360	0
[Yosys cell counts, types with 15 or more instances]
cell	number
a221oi_1	21
ha_1	97
nand2_1	191
nand3_1	41
nor3_1	23
o22ai_1	22
clkbuf_1	81
a211oi_1	18
a21oi_1	159
inv_1	97
nor2_1	146
buf_2	19
a21o_1	15
a31oi_1	19
o21ai_0	120
o211ai_1	43
nor2b_1	19
mux2i_1	189
[worst min-delay path by stage]
stage	slack, ns	cells past startpoint	endpoint	startpoint
6_report	16.18	7	alu_c[21]	zext[21]
4_1_cts	16.17	4	alu_c[0]	alu_op[3]
5_1_grt	16.21	4	alu_c[0]	alu_op[3]
[per-layer routing]
metal / track usage, % / up-vias / share of wire [%]
met3: 4.571 / 103 / 8.5
met2: 45.05 / 641 / 44
met1: 39.22 / 6156 / 43
met4: 10.81 / 0 / 4.5
li1: - / 6133 / -
met5: 0 / - / 0
[logic make-up (layout without fill, tap and decap cells)]
family / Yosys count / after routing
AOI/OAI and AO/OA: 558 / 558
xor gates and xnor gates: 8 / 8
adders and majority gates: 99 / 99
muxes: 214 / 214
buffers and inverters: 221 / 377
and+or+nand+nor: 482 / 482
other: 0 / 1
[stage by stage]
stage	setup slack, ns	power (µW)
3_3_place_gp	15.80	252.6
4_1_cts	15.76	253.9
3_5_place_dp	15.80	252.6
5_1_grt	15.28	276.8
6_report	15.62	259.2
2_1_floorplan	18.30	153.0
Power is estimated from default activity; no workload was simulated.
