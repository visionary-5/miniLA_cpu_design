$ cat design/flow/config.mk
export PLATFORM = sky130hd
export DESIGN_NAME = RF
export DESIGN_NICKNAME = RF
export VERILOG_FILES = /design/flow/design.v
export SDC_FILE = /design/flow/constraint.sdc
export NUM_CORES = 4
export LEC_CHECK = 1
export CORE_UTILIZATION = 50
$ cat design/flow/constraint.sdc
current_design RF

set clk_period 19.2
set clk_io_pct 0.2

create_clock -name clk0 -period $clk_period [get_ports {rf_clk}]

set non_clock_inputs [all_inputs -no_clocks]
set_input_delay [expr $clk_period * $clk_io_pct] -clock clk0 $non_clock_inputs
set_output_delay [expr $clk_period * $clk_io_pct] -clock clk0 [all_outputs]
$ cat design/flow/design.v
`timescale 1ns / 1ps
module RF (
    input   wire          rf_rst,
    input   wire          rf_clk,
    input   wire  [31:0]  inst1,  
    input   wire  [31:0]  inst2,  
    input   wire rf_sel,
    input   wire wb_ena,
    input   wire  [4:0]   wb_reg,
    input   wire  [4:0]   ID_wb_reg,
    output  wire  [31:0]  ID_wb_reg_value,
    input   wire  [2:0]   wD_sel,
    input   wire  [31:0]  alu_c,
    input   wire  [31:0]  sext2,
    input   wire  [31:0]  pc4,
    input   wire  [31:0]  rdo,
    output  wire  [31:0]  rf_rD1,
    output  wire  [31:0]  rf_rD2
    , 
    output wire [31:0]  debug_wb_value
);
    reg  [31:0]  register [0:31];
    wire [4:0] reg1 = inst1[9:5];     
    wire [4:0] reg2 = inst1[14:10];   
    wire [4:0] reg3 = inst1[4:0];     
    assign ID_wb_reg_value = register[ID_wb_reg];
    assign rf_rD1 = register[reg1];
    assign rf_rD2 = (rf_sel == 1'b0) ? register[reg2] :
                    (rf_sel == 1'b1) ? register[reg3] :
                    32'b0;
    wire [31:0] wb_value = 
                        (wD_sel == 3'b000) ? alu_c :
                        (wD_sel == 3'b001) ? sext2 :
                        (wD_sel == 3'b010) ? {register[wb_reg][31:8], rdo[7:0]} :
                        (wD_sel == 3'b011) ? {register[wb_reg][31:16], rdo[15:0]} :
                        (wD_sel == 3'b100) ? rdo :
                        (wD_sel == 3'b101) ? {inst2[24:5], 12'b0} :
                        (wD_sel == 3'b110) ? pc4 :
                        (wD_sel == 3'b111) ? pc4 :
                        32'b0; 
    always @(posedge rf_rst or posedge rf_clk) begin
        if (rf_rst) begin
            register[0] <= 32'b0;
        end else begin
            if (wb_ena && wb_reg != 0) begin
                register[wb_reg] <= wb_value;
            end
        end
    end
    assign debug_wb_value = wb_value;
endmodule
$ cat design/flow/run.sh
#!/bin/bash
# OpenROAD 26Q1-2900-gdf79404cd8, Yosys 0.63+post, stock flow scripts
make -C /OpenROAD-flow-scripts/flow DESIGN_CONFIG=/design/flow/config.mk WORK_HOME=/design/flow/orfs finish
==> results_dict.tcl <==
# metrics dict for downstream scripts
set metrics [dict create \
    run_status "stopped before the end" \
    stop_stage "5_1_grt" \
    first-error "[ERROR GRT-0116] Global routing finished with congestion. Check the congestion regions in the DRC Viewer." \
    dp.final_hpwl_microns 354000 \
    syn_area_per_cell_sq_um 10.1 \
    io_pins 337 \
    synth_cell_types 77 \
    cts-buffers-inserted 112 \
    grt_pass1_vias 92500 \
    clockBufferDepth 3 \
    synth-area-yosys_sq_mm 0.0639 \
    synth-cells-yosys 6335 \
    grt_usage_pct 99.6 \
    grt_first_pass_wirelength_microns 845000 \
    die_w_microns 360 \
    async_flop_share_pct 3.13 \
    cts_hold_buffers 0 \
    syn-instance-count 6335 \
    cts.htree.levels 3 \
    numPlacedInstances 8124 \
    dieHeight_microns 360 \
    grt_start_max_net_pins 65 \
    post-cts-setup-buffers 0 \
    sequential_fraction_of_the_synthesis_area_pct 47.8 \
    cts.root.buffer_cell "sky130_fd_sc_hd__clkbuf_16" \
    floorplan.rows 130 \
    mappedNetlistArea_sq_mm 0.0639 \
    postSynth.topFlopCell "sky130_fd_sc_hd__edfxtp_1" \
    cts-resized-gates 0 \
    ys_seq_elements 1024 \
    floorplan.initialDensity_pct 50.6 \
    synth-edff-count 992 \
    cts_sinks 1024 \
    buffer_ports.inserted 307 \
    ys_warn_count 2 \
    grt.overflow.total 3989 \
    place_congestion 1.42 \
]
[metrics by stage]
| step | hold slack [ns] | cell area [sq um] | setup WS [ns] | utilization, % |
|---|---|---|---|---|
| 3_3_place_gp | 0.435 | 71400 | 6.57 | 56.5 |
| 4_1_cts | 0.461 | 75200 | 6.54 | 59.6 |
| 3_5_place_dp | 0.444 | 71400 | 6.59 | 56.5 |
| 2_1_floorplan | 0.488 | 63900 | 8.85 | - |
[synth_stat cells, types with 9 or more instances]
library cell | count | area [sq um]
sky130_fd_sc_hd__a31oi_1 | 23 | 144
sky130_fd_sc_hd__nand4_1 | 303 | 1900
sky130_fd_sc_hd__nand2_1 | 357 | 1340
sky130_fd_sc_hd__buf_2 | 183 | 916
sky130_fd_sc_hd__a2111oi_0 | 115 | 1010
sky130_fd_sc_hd__a221oi_1 | 54 | 473
sky130_fd_sc_hd__nor3_1 | 112 | 561
sky130_fd_sc_hd__o2bb2ai_1 | 10 | 87.6
sky130_fd_sc_hd__inv_1 | 20 | 75.1
sky130_fd_sc_hd__nor3b_1 | 15 | 113
sky130_fd_sc_hd__mux2_2 | 21 | 236
sky130_fd_sc_hd__and4_1 | 26 | 228
sky130_fd_sc_hd__dfrtp_1 | 32 | 801
sky130_fd_sc_hd__a211oi_1 | 11 | 82.6
sky130_fd_sc_hd__or4_1 | 19 | 143
sky130_fd_sc_hd__a22o_1 | 70 | 613
sky130_fd_sc_hd__nand3_1 | 258 | 1290
sky130_fd_sc_hd__nor2b_1 | 30 | 188
sky130_fd_sc_hd__buf_1 | 60 | 225
sky130_fd_sc_hd__o22ai_1 | 23 | 144
sky130_fd_sc_hd__a32oi_1 | 18 | 158
sky130_fd_sc_hd__o21ai_0 | 105 | 526
sky130_fd_sc_hd__a2bb2oi_1 | 9 | 78.8
sky130_fd_sc_hd__nand2b_1 | 27 | 169
sky130_fd_sc_hd__buf_4 | 9 | 67.6
sky130_fd_sc_hd__a222oi_1 | 33 | 330
sky130_fd_sc_hd__and3_1 | 349 | 2180
sky130_fd_sc_hd__o32ai_1 | 30 | 263
sky130_fd_sc_hd__nor4b_1 | 9 | 78.8
sky130_fd_sc_hd__nor2_1 | 309 | 1160
sky130_fd_sc_hd__clkbuf_1 | 395 | 1480
sky130_fd_sc_hd__a21oi_1 | 157 | 786
sky130_fd_sc_hd__a22oi_1 | 1782 | 13400
sky130_fd_sc_hd__or3_1 | 22 | 138
sky130_fd_sc_hd__or2_2 | 11 | 68.8
sky130_fd_sc_hd__nor4_1 | 114 | 713
sky130_fd_sc_hd__edfxtp_1 | 992 | 29800
sky130_fd_sc_hd__and2_1 | 21 | 131
sky130_fd_sc_hd__mux2i_1 | 60 | 601
sky130_fd_sc_hd__nand3b_1 | 19 | 143
[layer usage]
metal,overflow,GRT usage [%]
met4,855,97.2
met5,126,90.0
met3,890,98.5
met2,1380,103
met1,738,99.3
[cell families after synthesis]
family / synth area share [%]
DFF: 47.8
AOI/OAI and AO/OA: 29.3
muxes: 1.34
and+or+nand+nor: 17.0
buffers and inverters: 4.44
